==> /design/flow/design.v <==
`timescale 1ns / 1ps
module fifo_basic #(
    parameter DEPTH = 8,
    parameter WIDTH = 8
)(
    input  wire             clk,
    input  wire             rst,
    input  wire             wr_en,
    input  wire             rd_en,
    input  wire [WIDTH-1:0] din,
    output reg  [WIDTH-1:0] dout,
    output wire             full,
    output wire             empty
);
    reg [WIDTH-1:0] mem [0:DEPTH-1];
    reg [$clog2(DEPTH):0] wr_ptr, rd_ptr;
    reg [$clog2(DEPTH):0] count;
    assign full  = (count == DEPTH);
    assign empty = (count == 0);
    always @(posedge clk or posedge rst) begin
        if (rst) begin
            wr_ptr <= 0;
            rd_ptr <= 0;
            count  <= 0;
            dout   <= 0;
        end else begin
            if (wr_en && !full) begin
                mem[wr_ptr] <= din;
                wr_ptr <= wr_ptr + 1;
                count  <= count + 1;
            end
            if (rd_en && !empty) begin
                dout <= mem[rd_ptr];
                rd_ptr <= rd_ptr + 1;
                count  <= count - 1;
            end
        end
    end
endmodule
==> /design/flow/run.sh <==
#!/bin/bash
# OpenROAD 26Q1-2900-gdf79404cd8, Yosys 0.63+post, stock flow scripts
make -C /OpenROAD-flow-scripts/flow DESIGN_CONFIG=/design/flow/config.mk WORK_HOME=/design/flow/orfs finish
==> /design/flow/config.mk <==
export PLATFORM = sky130hd
export DESIGN_NAME = fifo_basic
export DESIGN_NICKNAME = fifo_basic
export VERILOG_FILES = /design/flow/design.v
export SDC_FILE = /design/flow/constraint.sdc
export NUM_CORES = 4
export LEC_CHECK = 1
export CORE_UTILIZATION = 40
==> /design/flow/constraint.sdc <==
current_design fifo_basic

set clk_period 3.6
set clk_io_pct 0.2

create_clock -name clk0 -period $clk_period [get_ports {clk}]

set non_clock_inputs [all_inputs -no_clocks]
set_input_delay [expr $clk_period * $clk_io_pct] -clock clk0 $non_clock_inputs
set_output_delay [expr $clk_period * $clk_io_pct] -clock clk0 [all_outputs]
==> results.cfg <==
; generated from flow reports
[outcome]
status = finished, final reports clean

[route]
drt_iter0_drc = 111
num_antenna_cells = 0
num_vias = 1830
vias_per_cell = 5.18
drc = 0
firstDrtPassIters = 4
finalWirelength_um = 6110
wl_per_cell_um = 17.3
detail-route-antenna-nets = 0

[worst_setup_path]
slowest_delay_ns = 0.75
cp-end-kind = primary output
startpoint_type = register
path_max_fanout = 6
crit_required_ns = 2.88
worstPathArrival_ns = 2.09
path_cells = or4b_2, inv_1, clkdlybuf4s50_1
worstSetupPathType = register to primary output
rr_worst_depth = 6
slowest_stage = or4b_2

[final_timing]
setup_tns_ns = 0
tightest_slew_ns = 0.759
setup_viol = 0
relSlewSlack_pct = 49.3
finClkSkew_ns = 0.0102
fin_crit_ns = 2.81
final-hold-violation-count = 0
max_freq_mhz = 356
whs_ns = 0.484
grt_setup_unrepaired = false
finalClockPeriodUsage_pct = 78.1
finalMaxSlewViolations = 0

[yosys]
common_cells = edfxtp_1, dfrtp_1, nand2_1
synth.cell_area_mm2 = 0.00345
ys_cells = 220
edf_count = 64
simple_gate_area_share_pct = 6.46
yosysChipArea_mm2 = 0.00345
top_logic_kind = AND-OR/OR-AND gates
adder_share_pct = 5.66
ys_sh_xor_pct = 1.27
synth_top_cell_by_area = edfxtp_1
synthDistinctLibCells = 36
ys.warnings.count = 2
synth_cells = 220
yosys_most_used_dff = edfxtp_1
top_area_share_pct = 55.8
ys_ff = 82
mux_share_pct = 2.90
post_synth_ao_oa_area_fraction_pct = 10.6
synth.avg_cell_area_um2 = 15.7
synth_dominant_cell_count = edfxtp_1
yosysSeqAreaShare_pct = 68.8
async_flop_share_pct = 22.0
topCellsByArea = edfxtp_1, dfrtp_1, ha_1, a221oi_1, mux2_2

[global_route]
grt_pass1_wl_um = 9660
grt_usage_pct = 16.0
overflow = 0
grt_pass1_vias = 1880
grt_start_max_net_pins = 24
grt_antenna_before_repair = 0

[place]
portBuffers = 21
gp_congestion = 0.793
placed_cell_area_mm2 = 0.00371
dp_hpwl_um = 4040

[power_and_ir_drop]
p_leak_nw = 1.46
ir_drop_uv = 296
power.density_mw_per_mm2 = 752
fin_total_pwr_mw = 2.95

[clocking]
ctsHoldBuffers = 0
cts_made_buffers = 9
insertion_delay_ns = 0.36
htreeDepth = 3
cts_sinks = 82
cts_tree = done
clk_pin_slew_ns = 0.08
ctsLongestPathBuffers = 2
cts_root_buf = clkbuf_8
ctsResizeCount = 0
postCtsSetupBuffers = 0

[finish]
syn_to_final_growth_pct = 13.7
drive_above_1_share_pct = 15.3
post-route-util_pct = 47.5
final_cell_area_mm2 = 0.00392

[die]
core_area_mm2 = 0.00826
die_w_um = 94.8
pin_count = 22
dieArea_mm2 = 0.00899
rows = 33
die_y_um = 94.8
initial_core_util_pct = 41.7

[hold_path]
whs_path_depth = 2
hold_class = register to register

[flow_run]
warnings = 33
drv_cap = 0
## report_power, final
group,total [mW],switching [mW],internal [mW]
clock network,0.683,0.349,0.334
logic,0.966,0.494,0.472
registers,1.30,0.114,1.18
## kinds of logic (layout without fill, tap and decap cells)
| group | Yosys count | after routing |
|---|---|---|
| DFF | 82 | 82 |
| and+or+nand+nor | 44 | 44 |
| AOI/OAI and AO/OA | 43 | 43 |
| buffers and inverters | 22 | 50 |
| adders and majority gates | 15 | 15 |
| muxes | 9 | 9 |
| xor gates and xnor gates | 5 | 5 |
## registers in the layout, summed over array words and instances, names as in the netlist
signal / flops
count: 4
dout: 8
mem: 64
rd_ptr: 3
wr_ptr: 3
## area by class of cell
cell class                 instances  area [um^2]
clock buffer                       9          124
clock inverter                     7         86.3
fill                             731         4340
inverter                          11         41.3
multi-input combinational        116          940
sequential                        82         2370
tap                              105          131
timing repair buffer              23          225
## critical path: cells and delay by family, from the launching register on
family / cells / cell delay [ns]
flops: 1 / 0.47
buf+inv: 2 / 0.53
simple gates: 1 / 0.75
## path summary, 6_finish.rpt
path                                 from   endpoint  slack [ns]
max in group asynchronous             rst    dout[5]        2.25
worst max register to register  rd_ptr[0]    dout[0]        1.01
worst min-delay path              dout[1]    dout[1]        0.48
min in group asynchronous             rst  wr_ptr[2]        0.87
worst max-delay path             count[1]       full        0.79
worst min register to register    dout[1]    dout[1]        0.48
## per-stage QoR
stage	cells	setup slack, ns
floorplan	220	1.12
global placement	337	1.02
detailed placement	337	0.999
CTS	353	0.767
global route	353	0.725
finish	353	0.789
## layout by cell type (no fill, tap or decap)
master	n
nor4_1	1
and3_2	3
or4_4	1
a21oi_1	3
or2_1	1
o21ai_0	5
o211a_1	4
ha_1	14
nand2_1	15
inv_6	1
and2_1	5
mux2_2	8
edfxtp_1	64
inv_1	11
a22oi_1	1
clkinv_4	2
inv_8	2
and3_1	3
o41ai_4	1
o31ai_1	6
nand3_1	2
o31ai_2	2
and2_2	1
clkinvlp_4	1
mux2i_1	1
buf_4	2
a21o_1	1
clkbuf_8	9
xor2_1	1
or4b_2	1
nor3_1	1
clkdlybuf4s50_1	21
bufinv_16	1
dfrtp_1	18
a221oi_1	12
nor2_1	10
fa_1	1
xnor2_1	4
a22o_2	3
a222oi_1	5
## metal layers
layer | up-vias | track usage, % | share of wire (%)
met5 | - | 0 | 0
met4 | 0 | 2.78 | 2.3
met3 | 11 | 7.43 | 8.2
met2 | 54 | 23.9 | 46
met1 | 873 | 23.4 | 43
li1 | 892 | - | -
