==> ./design.v <==
`timescale 1ns / 1ps
module fifo_advanced #(
    parameter DATA_WIDTH = 8,
    parameter DEPTH = 16,
    parameter AFULL_LEVEL  = DEPTH-2,
    parameter AEMPTY_LEVEL = 2
)(
    input  wire                  clk,
    input  wire                  rst,     
    input  wire                  wr_en,
    input  wire                  rd_en,
    input  wire [DATA_WIDTH-1:0] din,
    output reg  [DATA_WIDTH-1:0] dout,
    output wire                  full,
    output wire                  empty,
    output wire                  almost_full,
    output wire                  almost_empty
);
    localparam PTR_WIDTH = $clog2(DEPTH);
    reg [DATA_WIDTH-1:0] mem [0:DEPTH-1];
    reg [PTR_WIDTH-1:0] wr_ptr, rd_ptr;
    reg [PTR_WIDTH:0]   count;
    assign full         = (count == DEPTH);
    assign empty        = (count == 0);
    assign almost_full  = (count >= AFULL_LEVEL);
    assign almost_empty = (count <= AEMPTY_LEVEL);
    always @(posedge clk) begin
        if (rst) begin
            wr_ptr <= 0;
            rd_ptr <= 0;
            count  <= 0;
            dout   <= 0;
        end else begin
            case ({wr_en && !full, rd_en && !empty})
                2'b10: begin 
                    mem[wr_ptr] <= din;
                    wr_ptr <= wr_ptr + 1;
                    count  <= count + 1;
                end
                2'b01: begin 
                    dout <= mem[rd_ptr];
                    rd_ptr <= rd_ptr + 1;
                    count  <= count - 1;
                end
                2'b11: begin 
                    mem[wr_ptr] <= din;
                    dout <= mem[rd_ptr];
                    wr_ptr <= wr_ptr + 1;
                    rd_ptr <= rd_ptr + 1;
                end
                default: ; 
            endcase
        end
    end
endmodule
==> ./run.sh <==
#!/bin/bash
# OpenROAD 26Q1-2900-gdf79404cd8, Yosys 0.63+post, stock flow scripts
make -C /OpenROAD-flow-scripts/flow DESIGN_CONFIG=/design/flow/config.mk WORK_HOME=/design/flow/orfs finish
==> ./config.mk <==
export PLATFORM = sky130hd
export DESIGN_NAME = fifo_advanced
export DESIGN_NICKNAME = fifo_advanced
export VERILOG_FILES = /design/flow/design.v
export SDC_FILE = /design/flow/constraint.sdc
export NUM_CORES = 4
export LEC_CHECK = 1
export CORE_UTILIZATION = 50
==> ./constraint.sdc <==
current_design fifo_advanced

set clk_period 3.9
set clk_io_pct 0.2

create_clock -name clk0 -period $clk_period [get_ports {clk}]

set non_clock_inputs [all_inputs -no_clocks]
set_input_delay [expr $clk_period * $clk_io_pct] -clock clk0 $non_clock_inputs
set_output_delay [expr $clk_period * $clk_io_pct] -clock clk0 [all_outputs]
==> Implementation_results.wiki <==
=== Synthesis and place and route ===
{| class="wikitable"
! Metric !! Value
|-
| Synthesized area || 6050 um^2
|-
| Areal power density over the cells || ~620 nW/um^2
|-
| Number of clock sinks seen by CTS || 149
|-
| Crit. End Element || flip-flop
|-
| Commonest cells in the netlist || sky130_fd_sc_hd__edfxtp_1, sky130_fd_sc_hd__nor2_1, sky130_fd_sc_hd__mux2i_1
|-
| DR vias || ~3.2k
|-
| Detail Placement HPWL || ~7400 um
|-
| Global-route wire length before repair || 18,300 um
|-
| CTS max path bufs || 2
|-
| Pin count of the biggest net entering global routing || 27
|-
| Total number of H-tree levels || 4
|-
| Final slew viol count || 0
|-
| Status || finished clean
|-
| Num rows || 39
|-
| Gate count after technology mapping || 365
|-
| Total leakage power || around 2.2 nW
|-
| Achievable clock frequency || roughly 320 MHz
|-
| Die X-Extent || 112 um
|-
| Startpoint type of the worst setup path || flip-flop
|-
| Part of the Yosys area used for sequential elements || 0.705
|-
| Instance count along the most critical hold path || 2
|-
| Post-synth top flop || sky130_fd_sc_hd__edfxtp_1
|-
| Number of global-route vias before repair || 3,313
|-
| Number of cells on the worst reg-to-reg path || 8
|-
| Synth cell types || 39
|-
| Average wire per standard cell || 20.4 um
|-
| Drt drc || 0
|-
| Internal power || 3.22 mW
|-
| Number of buffers added by the clock tree synthesis step || 17
|-
| Type of the setup path with the least slack || flip-flop to flip-flop
|-
| Register bit count reported by yosys || 149
|-
| Cycle use final || 0.795
|-
| Min-delay worst type || flip-flop to flip-flop
|-
| Fraction of power consumed by the clock network || 0.352
|-
| YS warnings || 1
|-
| Hold buffer count at cts || 0
|-
| Time the worst path needs with I/O delays and setup || 3.10 ns
|-
| Die Height || 112 um
|-
| Sequential cell fraction of total power || 0.445
|-
| Post-synth tally of flip-flops with integrated enable || 128
|-
| Worst Max-Slew Pin Slew || 0.769 ns
|-
| OpenROAD warning count || 30
|-
| Final Setup Violations || 0
|-
| Hold violation total from the final report || 0
|-
| Area of all placed cells without fillers || 6990 um^2
|-
| Buffer count from post-CTS setup fixing || 0
|-
| Highest ir drop seen on vdd || between 0.3 and 0.4 mV
|-
| Post_cts resized || 0
|-
| Most frequently used cell type in the post-synthesis netlist || sky130_fd_sc_hd__edfxtp_1
|-
| Top cells by area in the synthesized netlist || sky130_fd_sc_hd__edfxtp_1, sky130_fd_sc_hd__dfxtp_1, sky130_fd_sc_hd__mux4_2
|-
| Final worst clock skew || 0.00541 ns
|-
| Logic pwr share || 0.203
|-
| Cell type contributing the most total cell area after synthesis || sky130_fd_sc_hd__edfxtp_1
|-
| Buffers added on ports || 23
|-
| Fraction of post-synthesis cell area in the top cell type by area || 0.636
|-
| Switching part of the total || 0.261
|-
| Number of antenna repair diodes || 0
|-
| CTS root buffer || sky130_fd_sc_hd__clkbuf_16
|-
| Data arrival time of the critical path || between 3 and 4 ns
|-
| Clock tree from TritonCTS || yes
|-
| Number of maximum-capacitance constraint violations || 0
|-
| Overall Global Routing Usage || 0.218
|-
| Number of top-level design ports || 24
|-
| Switching power summed over all nets || 1.13 mW
|-
| GR Overflow Total || 0
|-
| FFs w/ async S/R, synth || 0
|-
| Required time of the worst setup path || 3.94 ns
|-
| Total power of the final layout || around 4.3 mW
|-
| Setup repair after global routing missed its margin || false
|-
| Number of cells in Yosys stat || about 370
|-
| Cell area reported after detailed placement || 6420 um^2
|-
| Share of the core filled by cells before placement || 0.521
|-
| Worst relative slew slack || 0.487
|-
| Mean cell area of the mapped netlist || 16.6 um^2
|-
| Antenna-violating nets left || 0
|-
| Pre-CTS setup slack || 0.508 ns
|-
| Worst Slack Setup Final || 0.799 ns
|-
| Number of filler instances in the final layout || 854
|-
| Vias per cell || 5.73
|-
| Antenna violations before repair || 0
|-
| Chip area || 12,500 um^2
|-
| WL final || roughly 11,000 um
|-
| Fraction of final layout cells sized beyond drive strength 1 || 0.164
|-
| Total core area || 11,600 um^2
|-
| Maximum fanout count along the critical path || 21
|-
| Final setup TNS || 0 ns
|-
| Router iterations before antenna repair || 17
|-
| Area growth syn-to-layout || 15.6%
|-
| Register clock-pin slew on the reported worst setup and hold paths || ~0.060 ns
|-
| DRT iter0 DRCs || 164
|-
| Chip Area, Yosys || 6050 um^2
|-
| Routability Congestion || 0.831
|-
| Post-route core utilization || 0.602
|-
| Latest clock arrival within the worst-skew pair || between 0.4 and 0.5 ns
|}
## per-stage QoR
step / hold WS, ns / instances
3_5_place_dp: 0.525 / 520
3_3_place_gp: 0.518 / 520
6_report: 0.530 / 552
4_1_cts: 0.532 / 552
5_1_grt: 0.568 / 552
2_1_floorplan: 0.477 / 365
## worst max-delay path, stage by stage (launching register included)
cell and delay [ns]:
sky130_fd_sc_hd__dfxtp_1 0.37, sky130_fd_sc_hd__or4_4 0.60, sky130_fd_sc_hd__o21a_4 0.32, sky130_fd_sc_hd__inv_1 0.09, sky130_fd_sc_hd__ha_1 0.19, sky130_fd_sc_hd__nor2_1 0.11
sky130_fd_sc_hd__nor2_1 0.27, sky130_fd_sc_hd__nand2_1 0.17, sky130_fd_sc_hd__nor2_1 0.61
## sequential cells by signal, summed over array words and instances (netlist names)
register,count
mem,128
dout,8
count,5
rd_ptr,4
wr_ptr,4
## placed cells by master, fill, tap and decap left out, types with 2 or more instances in the layout
cell                                n
sky130_fd_sc_hd__a21oi_1            5
sky130_fd_sc_hd__a22oi_1            8
sky130_fd_sc_hd__a311oi_2           8
sky130_fd_sc_hd__buf_4              9
sky130_fd_sc_hd__bufinv_16          2
sky130_fd_sc_hd__clkbuf_16         17
sky130_fd_sc_hd__clkdlybuf4s50_1   23
sky130_fd_sc_hd__clkinv_1           3
sky130_fd_sc_hd__clkinv_2           3
sky130_fd_sc_hd__clkinv_4           3
sky130_fd_sc_hd__clkinvlp_4         2
sky130_fd_sc_hd__dfxtp_1           20
sky130_fd_sc_hd__edfxtp_1         128
sky130_fd_sc_hd__ha_1              11
sky130_fd_sc_hd__inv_1              5
sky130_fd_sc_hd__mux2i_1           35
sky130_fd_sc_hd__mux4_2            16
sky130_fd_sc_hd__nand2_1            8
sky130_fd_sc_hd__nand2b_1           2
sky130_fd_sc_hd__nand3_1            2
sky130_fd_sc_hd__nand3b_1           2
sky130_fd_sc_hd__nor2_1            43
sky130_fd_sc_hd__nor2b_1            4
sky130_fd_sc_hd__nor3_1             4
sky130_fd_sc_hd__o211ai_1           2
sky130_fd_sc_hd__o21ai_0            3
sky130_fd_sc_hd__o22ai_1           16
sky130_fd_sc_hd__or3_1              2
sky130_fd_sc_hd__xnor2_1            3
sky130_fd_sc_hd__xor2_1             5
## path summary, 6_finish.rpt
kind                                             from              endpoint  slack (ns)
worst max-delay path            count[0]$_SDFFE_PP0P_  mem[11][6]$_DFFE_PP_        0.80
worst min register to register   dout[1]$_SDFFE_PP0P_  dout[1]$_SDFFE_PP0P_        0.53
worst min-delay path             dout[1]$_SDFFE_PP0P_  dout[1]$_SDFFE_PP0P_        0.53
worst max register to register  count[0]$_SDFFE_PP0P_  mem[11][6]$_DFFE_PP_        0.80
## power by group through the flow
stage	Combinational [mW]	Clock, mW	Sequential [mW]
final	0.884	1.53	1.93
after global routing	0.994	1.63	1.95
after CTS	0.899	1.57	1.94
## logic make-up (layout without fill, tap and decap cells)
logic type / Yosys count / after routing / synth area share
DFF: 149 / 149 / 0.705
AOI/OAI and AO/OA: 48 / 48 / 0.0648
buffers and inverters: 25 / 69 / 0.0201
adders and majority gates: 12 / 12 / 0.0261
xor gates and xnor gates: 8 / 8 / 0.0116
muxes: 52 / 52 / 0.119
and+or+nand+nor: 71 / 71 / 0.0528
## layout make-up
| cell class | count | area (um^2) | share of cell area |
|---|---|---|---|
| clock inverters | 14 | 136 | 0.0195 |
| multi-input cells | 191 | 1660 | 0.238 |
| inverters | 5 | 18.8 | 0.00269 |
| well taps | 143 | 179 | 0.0256 |
| flip-flops and latches | 149 | 4270 | 0.610 |
| clock buffers | 18 | 429 | 0.0614 |
| repair buffers | 32 | 298 | 0.0426 |
## per-layer routing
metal  track usage  wire length (um)
met4        0.0213               125
met2         0.286              4900
met3         0.147              1440
met5             0                 0
met1         0.350              4780
Power figures rest on the tool's default switching activity, not on a simulated workload.
