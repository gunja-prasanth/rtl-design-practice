`flow/config.mk`:
```
export PLATFORM = sky130hd
export DESIGN_NAME = regfile_8x8
export DESIGN_NICKNAME = regfile_8x8
export VERILOG_FILES = /design/flow/design.v
export SDC_FILE = /design/flow/constraint.sdc
export NUM_CORES = 4
export LEC_CHECK = 1
export CORE_UTILIZATION = 40
```
`flow/constraint.sdc`:
```
current_design regfile_8x8

set clk_period 2.8
set clk_io_pct 0.2

create_clock -name clk0 -period $clk_period [get_ports {clk}]

set non_clock_inputs [all_inputs -no_clocks]
set_input_delay [expr $clk_period * $clk_io_pct] -clock clk0 $non_clock_inputs
set_output_delay [expr $clk_period * $clk_io_pct] -clock clk0 [all_outputs]
```
`flow/design.v`:
```
`timescale 1ns / 1ps
module regfile_8x8 (
    input  wire        clk,
    input  wire        rst,
    input  wire        we,            
    input  wire [2:0]  waddr,          
    input  wire [7:0]  wdata,          
    input  wire [2:0]  raddr1,        
    input  wire [2:0]  raddr2,         
    output wire [7:0]  rdata1,         
    output wire [7:0]  rdata2          
);
    reg [7:0] regfile [0:7];
    integer i;
    always @(posedge clk or posedge rst) begin
        if (rst) begin
            for (i = 0; i < 8; i = i + 1)
                regfile[i] <= 8'b0;
        end else if (we) begin
            regfile[waddr] <= wdata;
        end
    end
    assign rdata1 = regfile[raddr1];
    assign rdata2 = regfile[raddr2];
endmodule
```
`flow/run.sh`:
```
#!/bin/bash
# OpenROAD 26Q1-2900-gdf79404cd8, Yosys 0.63+post, stock flow scripts
make -C /OpenROAD-flow-scripts/flow DESIGN_CONFIG=/design/flow/config.mk WORK_HOME=/design/flow/orfs finish
```
==> out/metrics.csv <==
stage,metric,value,unit
finish,MI comb area,1910,um^2
finish,largest registers,regfile x64,
worst_setup_path,"delay-heaviest family, CP",buffers and inverters,
synthesis,Post-Syn Area per Cell,11.1,um^2
synthesis,number of enable flip-flop cells,0,
final_timing,Period minus WS final,2.72,ns
die,num rows,34,
global_route,vias in the first global route,2871,
routing,via/cell ratio,5.60,
worst_setup_path,critical path's largest stage delay,0.46,ns
final_timing,cycle use final,0.973,
worst_setup_path,crit path max fanout,5,
cts,Clock Tree Root,clkbuf_8,
synthesis,dominant synthesized flop cell,dfrtp_1,
flow_run,tool warnings,25,
synthesis,Netlist cell types,40,
placed_design,Setup WS pre-CTS,-0.508,ns
synthesis,Synth Instances,329,
cts,CTS Hold Buffers Added,0,
synthesis,yosys stat area,3660,um^2
finish,max reg flops,64,
run_status,run status,"finished, final reports clean",
power,Static Leak,2.01,nW
placed_design,placed cell count,490,
flow_run,Max-Cap Viols,0,
worst_setup_path,Worst Path Required,2.24,ns
placed_design,GPL Wtd Cong,0.905,
final_timing,Clock Skew,0,ns
global_route,largest net degree at the start of global routing,65,
cts,Max clock buf depth,2,
routing,Total Wirelength,9690,um
die,fp_density,0.415,
cts,Late-Pin Clk Latency,0.34,ns
die,CORE AREA,8810,um^2
global_route,initial antenna violation count,0,
synthesis,Syn. warnings,2,
synthesis,post-synthesis cell area,3660,um^2
power,peak supply drop,349,uV
worst_setup_path,r2r endpoint,regfile[5][1],
finish,layout cells sized above 1,0.344,
final_timing,Final Hold Vio Count,0,
power,Pwr Density,611,nW/um^2
die,die area,9530,um^2
final_timing,final setup violation count,0,
placed_design,hpwl dp,6560,um
global_route,GRT Total Usage,0.223,
final_timing,RSZ-0062 raised after global routing,no,
die,Die Y,97.6,um
min_path,hold depth,1,
worst_setup_path,crit path capture type,output pin,
routing,WL per Instance,19.0,um
worst_setup_path,CP Class,in2out,
synthesis,Seq cells post-synth,64,
worst_setup_path,reg2reg setup slack,2.00,ns
final_timing,Final WS setup,0.0759,ns
finish,tally of non-filler cells in the final layout,509,
worst_setup_path,CP arrival,2.16,ns
cts,clk slew on worst S/H paths,0.07,ns
synthesis,"Seq share, synth",0.438,
cts,H-tree Lvls,3,
global_route,global-route congestion overflow total,0,
min_path,Min-Delay Endpoint,regfile[6][5],
synthesis,"FFs w/ async S/R, synth",1.00,
final_timing,Highest Clock Rate,367,MHz
final_timing,Worst slew margin,0.539,
worst_setup_path,reg2reg path depth,1,
synthesis,# Cells Yosys,329,
worst_setup_path,worst path bufs/invs,4,
min_path,Hold Crit Class,reg2reg,
worst_setup_path,reg-to-reg startpoint,regfile[5][1],
routing,Pre-antenna DRT Iters,4,
die,boundary pin count,36,
routing,via count,2852,
min_path,Min-Delay Startpoint,regfile[6][5],
power,post-route total power,2.82,mW
worst_setup_path,slowest cell on the critical path,clkdlybuf4s50_1,
routing,Diodes inserted,0,
final_timing,actual slew at the worst max-slew pin,0.688,ns
finish,Area Overhead vs Synth,26.0,%
worst_setup_path,CP Launch Type,primary input,
finish,register with the most flip-flops,regfile,
finish,Flop area,1600,um^2
cts,CTS tree,done,
global_route,first-pass GRT wire length,15800,um
finish,Util after Layout,0.523,
finish,Fill cells,766,
routing,DRT antenna net count,0,
routing,Iteration-0 DRC Markers,144,
placed_design,port bufs,35,
cts,CTS sink cnt,64,
worst_setup_path,cell chain of the critical path,buf_2 > bufbuf_16 > buf_4 > mux2i_1 > a221oi_1 > o22a_1 > clkdlybuf4s50_1,
cts,CTS buffer count,9,
die,Die Width,97.6,um
routing,DRC viols,0,
final_timing,Final Slew Violations,0,
final_timing,Final Hold Slack,0.536,ns
## routing by layer
layer,routed length (um),track usage,up-vias
met2,4240,0.328,85
li1,-,-,1347
met4,132,0.0280,0
met1,4660,0.353,1405
met5,0,0,-
met3,657,0.0542,15
## metrics by stage
step                TNS, ns  instance area [um^2]
floorplan                 0                  3660
global placement      -4.64                  4340
detailed placement    -4.69                  4340
CTS                       0                  4610
global route              0                  4610
finish                    0                  4610
## Yosys cell counts (all sizes together) (2+ instances only)
library cell,instances,share of area
a21oi,3,0.0041
nand2b,6,0.012
nand3b,3,0.0062
nand2,15,0.015
nor2,32,0.033
nor3b,2,0.0085
a211oi,2,0.0041
nor3,2,0.0089
inv,11,0.011
clkbuf,2,0.0021
nor2b,12,0.021
nand4b,3,0.0072
o32a,2,0.0055
o2bb2ai,6,0.014
mux2,65,0.20
a221oi,13,0.033
nand3,3,0.0041
o22ai,12,0.021
o21ai,7,0.0096
a31oi,2,0.0034
buf,19,0.032
a22o,6,0.014
clkinv,2,0.0021
mux2i,25,0.068
dfrtp,64,0.44
o22a,2,0.0048
## area by class of cell
class | instances | area share
Inverter | 13 | 0.0117
Clock buffer | 13 | 0.0345
Multi-Input combinational cell | 231 | 0.415
Clock inverter | 3 | 0.00869
Tap cell | 108 | 0.0293
Timing Repair Buffer | 77 | 0.154
Sequential cell | 64 | 0.347
## what timing repair did
action,CTS,global route
buffers inserted,2,0
pin swaps,2,1
resized,19,8
setup endpoints to repair,16,13
gates cloned,1,0
endpoints found under the hold margin,0,0
## cells by family after synthesis
family          after synthesis  synth area share
simple gates                 82             0.124
compound gates               59             0.122
buf+inv                      34            0.0475
mux                          90             0.268
flops                        64             0.438
## report_power, final
part	internal [mW]	switching (mW)	leakage, nW
combinational	0.443	0.285	1.13
clock	0.458	0.347	0.103
sequential	1.13	0.154	0.769
total	2.03	0.786	2.01
## worst max-delay path by stage
stage / slack [ns] / start / endpoint / cells after the start
finish: 0.08 / raddr2[0] / rdata2[1] / 7
global route: 0.004 / raddr2[0] / rdata2[1] / 7
CTS: 0.03 / raddr2[2] / rdata2[0] / 6
## layout by cell type (no fill, tap or decap), types with 2 or more instances in the layout
| cell | count |
|---|---|
| buf_12 | 2 |
| nor3_4 | 2 |
| a211oi_1 | 2 |
| mux2_2 | 64 |
| mux2i_1 | 25 |
| a21oi_1 | 3 |
| o2bb2ai_1 | 6 |
| nand3b_1 | 3 |
| clkbuf_2 | 3 |
| nor2_1 | 32 |
| o22a_1 | 2 |
| o21ai_0 | 7 |
| a31oi_1 | 2 |
| nand4b_1 | 3 |
| dlygate4sd2_1 | 2 |
| clkbuf_8 | 11 |
| clkinv_2 | 3 |
| dfrtp_1 | 64 |
| nand2_1 | 15 |
| o22ai_1 | 12 |
| buf_6 | 2 |
| buf_4 | 36 |
| nor2b_1 | 11 |
| a221oi_1 | 9 |
| a221oi_2 | 4 |
| clkbuf_1 | 2 |
| o32a_1 | 2 |
| inv_1 | 9 |
| nand3_1 | 3 |
| a22o_1 | 6 |
| nand2b_1 | 4 |
| clkdlybuf4s50_1 | 29 |
Power is estimated from default activity; no workload was simulated.
